File: /design/flow/config.mk
export PLATFORM = sky130hd
export DESIGN_NAME = ProgramLoader
export DESIGN_NICKNAME = ProgramLoader
export VERILOG_FILES = /design/flow/design.v
export SDC_FILE = /design/flow/constraint.sdc
export NUM_CORES = 4
export LEC_CHECK = 1
export CORE_UTILIZATION = 40
File: /design/flow/constraint.sdc
current_design ProgramLoader

set clk_period 8.7
set clk_io_pct 0.2

create_clock -name clk0 -period $clk_period [get_ports {clk}]

set non_clock_inputs [all_inputs -no_clocks]
set_input_delay [expr $clk_period * $clk_io_pct] -clock clk0 $non_clock_inputs
set_output_delay [expr $clk_period * $clk_io_pct] -clock clk0 [all_outputs]
File: /design/flow/design.v
`timescale 1ns / 100ps
module ProgramLoader(
	input logic clk,
	input logic reset,
	output logic completed,
	output logic uart_out_valid,
	input logic[7:0] uart_out_data,
	input logic uart_out_ready,
	output logic[31:0] inst_mem_in_addr,
	output logic[31:0] inst_mem_in_data,
	output logic inst_mem_in_valid,
	input logic inst_mem_in_ready
	);
	enum integer {INIT, READING_SIZE, STORING_SIZE,
		READING_PROG, STORING_PROG, COMPLETED} state;
	logic[31:0] prog_counter;
	logic[31:0] prog_size;
	logic[3:0] read_size;
	logic[31:0] buffer;
	always_comb begin
		completed = (state == COMPLETED);
	end
	always_ff @(posedge clk) begin
		if(reset) begin
			prog_counter <= 0;
			prog_size <= 0;
			read_size <= 0;
			uart_out_valid <= 0;
			inst_mem_in_valid <= 0;
			state <= INIT;
		end else begin
			if(state == INIT) begin
				state <= READING_SIZE;
				uart_out_valid <= 1;
			end else if(state == READING_SIZE || state == READING_PROG) begin
				if(uart_out_ready) begin
					case(read_size)
						0: buffer[ 7: 0] <= uart_out_data;
						1: buffer[15: 8] <= uart_out_data;
						2: buffer[23:16] <= uart_out_data;
						3: buffer[31:24] <= uart_out_data;
					endcase
					if(read_size == 3) begin
						read_size <= 0;
						uart_out_valid <= 0;
						state <= (state == READING_SIZE ? STORING_SIZE : STORING_PROG);
					end else begin
						read_size <= read_size + 1;
					end
				end
			end else if(state == STORING_SIZE) begin
				prog_size <= buffer;
				state <= READING_PROG;
				uart_out_valid <= 1;
			end else if(state == STORING_PROG) begin
				if(!inst_mem_in_valid) begin
					inst_mem_in_valid <= 1;
					inst_mem_in_addr <= prog_counter;
					inst_mem_in_data <= buffer;
				end else if(inst_mem_in_ready) begin
					inst_mem_in_valid <= 0;
					prog_counter <= prog_counter + 4;
					if(prog_counter + 4 < prog_size) begin
						state <= READING_PROG;
						uart_out_valid <= 1;
					end else begin
						state <= COMPLETED;
					end
				end
			end
		end
	end
endmodule
File: /design/flow/run.sh
#!/bin/bash
# OpenROAD 26Q1-2900-gdf79404cd8, Yosys 0.63+post, stock flow scripts
make -C /OpenROAD-flow-scripts/flow DESIGN_CONFIG=/design/flow/config.mk WORK_HOME=/design/flow/orfs finish
==> results.json <==
{
  "status": "complete, no violations",
  "ant_nets": 0,
  "dieWidth_um": 135.3,
  "post-dp-hpwl_mm": 10.15,
  "clkSlewWorstSetupHoldPaths_ps": 70,
  "cts.repair.resized": 0,
  "ys_cells": 652,
  "core_sq_mm": 0.01730,
  "finalCritPeriodShare_pct": 42.80,
  "firstDrtPassIters": 5,
  "synth_cell_types": 48,
  "ys.flops": 168,
  "synthTopCellsByArea": "edfxtp_1 (40%), dfxtp_1 (21%), ha_1 (6.2%)",
  "areaGrowthSynthToFinish_pct": 21.60,
  "arrival_ps": 3990,
  "slew_headroom_pct": 42.36,
  "dp_cells": 931,
  "edf_count": 94,
  "cpPeakStageDelay_ps": 670,
  "crit_family": "simple AND/OR/NAND/NOR gates",
  "ir_drop_mv": 0.1429,
  "logic_area_sq_mm": 0.002497,
  "path_class": "register to register",
  "drv_cap": 0,
  "flop_area_sq_mm": 0.004304,
  "cp_max_fo": 10,
  "die-area_sq_mm": 0.01830,
  "ys.flop_type": "edfxtp_1",
  "largest_area_cell": "edfxtp_1",
  "clockRootBuffer": "clkbuf_16",
  "grt.overflow.total": 0,
  "die-height_um": 135.3,
  "diodes": 0,
  "hp-class": "register to register",
  "yosysWarningCount": 1,
  "clkSinkCount": 168,
  "drive_above_1_share_pct": 7.859,
  "crit_required_ps": 8970,
  "drc": 0,
  "fmax_mhz": 268.5,
  "wl_per_cell_um": 14.96,
  "most_common_cell": "nand2_1",
  "end_kind": "register",
  "io-pin-count": 79,
  "yosysTopAreaCellShare_pct": 39.72,
  "tns_ps": 0,
  "finalMaxSlewViolations": 0,
  "finalHoldViolations": 0,
  "drt-total-wl_mm": 14.41,
  "placementRows": 48,
  "finalSetupViolations": 0,
  "holdBufCountCts": 0,
  "fillers": 1513,
  "log.warning_count": 28,
  "synth_seq_share_pct": 60.56,
  "period_needed_ps": 3724,
  "synthesis.area_sq_mm": 0.007107,
  "netlist_instances": 652,
  "htreeDepth": 4,
  "grt_pass1_vias": 4658,
  "path_buffers": 0,
  "io_buffers": 76,
  "power.density_mw_per_mm2": 187.3,
  "cts_tree": "yes",
  "clock_latency_ps": 430,
  "gp_routability_congestion": 0.8416,
  "rsz0062_at_grt": "no",
  "fp-utilization_pct": 41.09,
  "grt_usage_pct": 17.55,
  "cp_cell_sequence": "ha_1 -> and4_2 -> nand3_2 -> nor4_1 -> nand3_1 -> xnor2_1 -> ha_1 -> nand4_1 -> nor4_1 -> nand2_1 -> a21oi_1 -> o32ai_1",
  "start_kind": "register",
  "stdcell_area_sq_mm": 0.008642,
  "antenna_found_initial": 0,
  "yosysChipArea_sq_mm": 0.007107,
  "clockBufferDepth": 2,
  "cpMaxStageDelayCell": "nor4_1",
  "grt_pass1_wl_mm": 23.43,
  "layout.cells.non_filler": 963,
  "via_count": 4845,
  "power_leakage_nw": 2.943,
  "place_area_sq_mm": 0.008034,
  "cts_setup_buffers": 0,
  "vias_per_cell": 5.031,
  "synth.avg_cell_area_sq_um": 10.90,
  "top_cells_by_count": "nand2_1 (102), edfxtp_1 (94), dfxtp_1 (74)",
  "cts_buffers": 17,
  "drtIter0Drc": 305,
  "tightest_slew_ps": 864.6,
  "grt_max_degree": 84,
  "clock_skew_ps": 11.20,
  "async_flop_share_pct": 0
}
power by group:
part	leakage, nW	internal [W]	total (W)	switching [W]
clock network	0.294	0.000435	0.000763	0.000328
logic	1.20	0.00000735	0.0000204	0.0000131
registers	1.45	0.000834	0.000835	0.00000151
layer usage:
layer	share of wire, %	global-route usage, %	vias to the layer above
li1	-	-	2417
met1	46	27.24	2290
met2	47	26.64	126
met3	5.8	5.116	12
met4	1.0	2.185	0
met5	0	0	-
cells by family (layout without fill, tap and decap cells):
group | Yosys count | after routing | synth area share, %
buffers and inverters | 68 | 153 | 4.419
flip-flops | 168 | 168 | 60.56
AND-OR/OR-AND | 92 | 92 | 6.919
other | 1 | 2 | 0.05277
XOR/XNOR | 46 | 46 | 5.669
AND/OR/NAND/NOR | 240 | 240 | 15.90
adder cells (fa/ha/maj) | 35 | 35 | 6.162
multiplexers | 2 | 2 | 0.3169
metrics by stage:
step / setup WS (ps) / utilization [%] / hold WS, ps / power, W
2_1_floorplan: 1714 / - / 402.9 / 0.0008631
3_3_place_gp: 4828 / 46.45 / 438.4 / 0.0008730
3_5_place_dp: 4845 / 46.45 / 437.9 / 0.0008733
4_1_cts: 5042 / 49.96 / 455.5 / 0.001634
5_1_grt: 4685 / 49.96 / 469.3 / 0.001667
6_report: 4976 / 49.96 / 453.4 / 0.001618
flip-flops by register name (all words and copies together) (netlist names):
name,count
inst_mem_in_data,32
prog_counter,30
prog_size,32
inst_mem_in_addr,30
inst_mem_in_valid,1
uart_out_valid,1
state,6
buffer,32
read_size,4
path summary, 6_finish.rpt:
kind	slack, ps	cells past startpoint	to	start
max	4980	12	uart_out_valid	prog_counter[2]
min	450	0	inst_mem_in_data[11]	buffer[11]
max reg2reg	4980	12	uart_out_valid	prog_counter[2]
min reg2reg	450	0	inst_mem_in_data[11]	buffer[11]
cells in the final DEF, fill, tap and decap left out, types with 2 or more instances in the layout:
cell             instances
nand3_1                 15
or4_1                    2
nor2b_1                  2
ha_1                    35
inv_1                   38
nand4_1                 10
nor2_1                  50
nand2_1                102
a21oi_1                 68
or3_1                    7
o31ai_1                  2
xor2_1                  14
and4_2                   2
or2_2                    4
nor3_1                  14
clkinvlp_4               2
o21ai_0                 14
clkbuf_16               17
dfxtp_1                 74
xnor2_1                 32
mux2_2                   2
inv_8                    3
edfxtp_1                94
nand2b_1                 4
buf_4                    7
bufinv_16                2
and2_1                   4
conb_1                   2
clkdlybuf4s50_1         75
and4_1                   3
a31o_2                   2
nor4_1                   9
inv_6                    5
nand3_2                  2
layout make-up:
class	count	share of cell area, %
sequential	168	49.80
multi-input combinational	417	28.90
timing repair buffer	83	9.353
clock buffer	17	4.923
tap	225	3.258
clock inverter	15	2.114
inverter	38	1.651
Power is estimated from default activity; no workload was simulated.
