$ cat config.mk
export PLATFORM = sky130hd
export DESIGN_NAME = MemExecElement
export DESIGN_NICKNAME = MemExecElement
export VERILOG_FILES = /design/flow/design.v
export SDC_FILE = /design/flow/constraint.sdc
export NUM_CORES = 4
export LEC_CHECK = 1
export CORE_AREA = 10 10 223 223
export DIE_AREA = 0 0 233 233
$ cat design.v
`timescale 1ns / 100ps
module MemExecElement(
	input logic clk,
	input logic reset,
	output logic completed,
	input logic[5:0] inst_num,
	input logic[31:0] const16_x,
	input logic[31:0] rs,
	input logic[31:0] rt,
	input logic[31:0] rd,
	input logic[31:0] fs,
	output logic[31:0] out,
	output logic[31:0] main_mem_in_addr,
	output logic[31:0] main_mem_in_data,
	output logic main_mem_in_valid,
	input logic main_mem_in_ready,
	output logic[31:0] main_mem_out_addr,
	output logic main_mem_out_valid,
	input logic[31:0] main_mem_out_data,
	input logic main_mem_out_ready
	);
	logic [31:0] addr;
	always_comb begin
		case(inst_num)
			28: addr = rs + const16_x;
			29: addr = rs + rt;
			30: addr = rt + const16_x;
			31: addr = rt + rd;
			48: addr = rs + const16_x;
			49: addr = rs + rt;
			50: addr = rt + const16_x;
			51: addr = rt + rd;
			default: addr = 0;
		endcase
	end
	always_ff @(posedge clk) begin
		if(reset) begin
			completed <= 0;
			main_mem_in_valid <= 0;
			main_mem_out_valid <= 0;
		end else if(!completed) begin
			case(inst_num)
				28, 29, 48, 49: begin  
					if(!main_mem_out_valid) begin
						main_mem_out_valid <= 1;
						main_mem_out_addr <= addr;
					end else if(main_mem_out_ready) begin
						main_mem_out_valid <= 0;
						out <= main_mem_out_data;
						completed <= 1;
					end
				end
				30, 31, 50, 51: begin  
					if(!main_mem_in_valid) begin
						main_mem_in_valid <= 1;
						main_mem_in_addr <= addr;
						if(inst_num < 32)
							main_mem_in_data <= rs;
						else
							main_mem_in_data <= fs;
					end else if(main_mem_in_ready) begin
						main_mem_in_valid <= 0;
						completed <= 1;
					end
				end
				52, 53: begin
					out <= (inst_num == 52 ? rs : fs);
					completed <= 1;
				end
				default: completed <= 1;
			endcase
		end
	end
endmodule
$ cat constraint.sdc
current_design MemExecElement

set clk_period 15.3
set clk_io_pct 0.2

create_clock -name clk0 -period $clk_period [get_ports {clk}]

set non_clock_inputs [all_inputs -no_clocks]
set_input_delay [expr $clk_period * $clk_io_pct] -clock clk0 $non_clock_inputs
set_output_delay [expr $clk_period * $clk_io_pct] -clock clk0 [all_outputs]
$ cat run.sh
#!/bin/bash
# OpenROAD 26Q1-2900-gdf79404cd8, Yosys 0.63+post, stock flow scripts
make -C /OpenROAD-flow-scripts/flow DESIGN_CONFIG=/design/flow/config.mk WORK_HOME=/design/flow/orfs finish
==> flow_summary.yaml <==
# physical design summary
pwr:
  cellLeakagePower_nw: 5.143
  p_seq_frac: 0.359
  power_density_nw_per_um2: 80.81
  p_int_w: 0.0007943
  combPwrFrac: 0.256
  pwr-share-clk: 0.386
  power_switching_w: 0.0003217
  ir_worst_vdd_v: 0.00008282
  swShare: 0.2883
place:
  hpwlAfterDp_um: 31690
  gp_congestion: 0.9016
  dpl_cell_area_um2: 13190
  pre_cts_ws_ps: 7710
  io_buffers: 332
timing:
  drv_slew: 0
  max_slew_margin: 0.4622
  setup_tns_ps: 0
  rsz0062_at_grt: "no"
  finalHoldWorstSlack_ps: 571.7
  worst_pin_slew_ps: 796.2
  skew_ps: 4.875
  fmax_mhz: 140.2
  setup_viol: 0
  hold_viol_final: 0
  min_period_ps: 7135
  finalClockPeriodUsage: 0.4663
  setup_ws_ps: 8165
global_route:
  grt_max_degree: 67
  grt_pass1_vias: 8544
  antenna_found_initial: 16
  grt_usage: 0.1400
  grt_pass1_wl_um: 54720
  gr-total-overflow: 0
floorplanning:
  fp_util: 0.2072
  die-width_um: 233
  design.core.area_um2: 44510
  die-area_um2: 54290
  num_rows: 77
  dieHeight_um: 233
  ios: 333
yosys:
  synthSimpleGateAreaFrac: 0.1049
  ys_area_um2: 9223
  syn_inst: 899
  async_flop_share: 0
  ys_sh_xor: 0.05318
  ys_cells: 899
  ys_ff: 131
  largest_area_cell: "edfxtp_1"
  ys_seq_share: 0.4233
  ys_types: 64
  top_logic_kind: "AND-OR/OR-AND gates"
  ff_type: "edfxtp_1"
  synth_area_um2: 9223
  adder_share: 0.09931
  synthAoiAreaFrac: 0.1827
  syn_area_per_cell_um2: 10.26
  synth-edff-count: 128
  synth_warnings: 1
  ys_sh_mux: 0.1096
  synth_top_area_share: 0.4168
  topCellsByArea: "edfxtp_1 (42%), ha_1 (9.5%), mux2i_1 (7.1%)"
clock_tree:
  clock_latency_ps: 470
  cts-root-buf: "clkbuf_16"
  clock_path_buffers: 2
  cts_setup_buffers: 0
  cts_tree: "done"
  cts.sinks: 131
  cts-resized-gates: 0
  postCtsHoldBufs: 0
  worst_setup_hold_path_clk_slew_ps: 60
  htreeDepth: 4
  cts-buffers-inserted: 17
status:
  status: "completed"
setup_path:
  worst_path_max_delay_cell: "a2111oi_2"
  worst_ep_required_time_ps: 15480
  critical_path_arrival_ps: 7310
  path_class: "in -> reg"
  crit_buf_inv: 3
  crit_chain: "buf_2 > buf_4 > nand2b_1 > o22ai_1 > nand3_2 > buf_4 > nand2_1 > o21ai_0 > ha_1 > fa_1 > nand3_1 > nand2_1 > a2111oi_2 > nor3_2 > a21o_2 > a311o_1 > a31oi_2 > xor2_1 > o22ai_1"
  endpoint_kind: "register"
  crit_path_max_fanout: 66
  critPathMaxStageDelay_ps: 500
  start_kind: "input pin"
  path_delay_family: "AND-OR/OR-AND gates"
route:
  firstDrtPassIters: 5
  ant_nets: 0
  routedWlPerCell_um: 20.95
  drcViolationCount: 0
  num_vias: 8273
  viasPerCell: 4.518
  drt_iter0_markers: 435
  totalWireLength_um: 38360
run:
  max-cap-violations: 0
  log.warning_count: 33
min_path:
  hp-class: "reg -> reg"
cells_and_area:
  fill_cells: 4566
  drive_gt1_frac: 0.08442
  fin_util: 0.3103
  design_area_um2: 13810
  area_growth_pct: 49.75
area by class of cell:
| cell class | count | area [µm²] | share of cell area |
|---|---|---|---|
| Sequential cell | 131 | 3904 | 0.2827 |
| Tap cell | 592 | 740.7 | 0.05363 |
| Multi-Input combinational cell | 711 | 5097 | 0.3691 |
| Antenna cell | 7 | 17.52 | 0.001268 |
| Inverter | 17 | 63.81 | 0.004620 |
| Clock inverter | 15 | 178.9 | 0.01296 |
| Timing Repair Buffer | 341 | 3383 | 0.2450 |
| Clock buffer | 17 | 425.4 | 0.03080 |
layout by cell type, fill, tap and decap left out, drive strengths merged, types with 4 or more instances in the layout:
cell type	n
clkdlybuf4s50	330
edfxtp	128
a21oi	99
nand2	75
ha	70
nor2	69
mux2i	65
o21ai	59
o22ai	32
xor2	32
mux2	32
a21o	26
xnor2	24
inv	21
clkbuf	17
nor3	17
nand3	13
buf	11
a31oi	9
diode	7
nand4	6
o21bai	6
or2	5
a211oi	5
clkinv	5
nand2b	4
and2	4
a22o	4
nor2b	4
or3	4
tightest hold or removal path: cells and delay by family (launching register included):
kind | cells | cell delay, ps
DFF | 1 | 360
and+or+nand+nor | 2 | 170
power by group through the flow:
stage	logic [W]	registers (W)	clock network, W
CTS	0.000286	0.000400	0.000449
global route	0.000315	0.000400	0.000460
finish	0.000286	0.000400	0.000430
synthesized netlist by cell type, drive strengths merged (13+ instances only):
library cell  count
edfxtp          128
a21oi            99
nand2            75
ha               70
nor2             69
mux2i            65
o21ai            59
mux2             32
o22ai            32
xor2             32
a21o             26
clkbuf           24
xnor2            24
inv              17
nor3             17
buf              16
nand3            13
per-stage QoR:
step	std cells	total power, W
6_report	1831	0.001116
3_5_place_dp	1792	0.0006926
4_1_cts	1824	0.001136
2_1_floorplan	899	0.0005757
5_1_grt	1826	0.001176
3_3_place_gp	1792	0.0006914
logic make-up (layout without fill, tap and decap cells):
family | count (synthesis) | count (layout)
XOR/XNOR | 56 | 56
buffers and inverters | 57 | 390
AND-OR/OR-AND | 272 | 272
multiplexers | 97 | 97
adder cells (fa/ha/maj) | 72 | 72
other | 0 | 7
AND/OR/NAND/NOR | 214 | 214
flip-flops | 131 | 131
per-layer routing:
| metal | wire length [µm] | track usage |
|---|---|---|
| met5 | 128 | 0 |
| met4 | 1034 | 0.03307 |
| met3 | 3927 | 0.06681 |
| met2 | 16980 | 0.2118 |
| met1 | 16290 | 0.1798 |
flip-flops by register name, summed over array words and instances, names as in the netlist:
register / flops
main_mem_out_addr: 32
main_mem_in_valid: 1
main_mem_out_valid: 1
out: 32
main_mem_in_data: 32
main_mem_in_addr: 32
completed: 1
path summary, 6_finish.rpt:
kind | start | depth (start not counted) | slack (ps) | to
setup / recovery | inst_num[5] | 19 | 8170 | main_mem_in_addr[30]
hold / removal | main_mem_in_valid | 2 | 570 | main_mem_in_valid
setup reg to reg | main_mem_out_valid | 5 | 13610 | out[25]
hold reg to reg | main_mem_in_valid | 2 | 570 | main_mem_in_valid
Power and IR drop assume default switching activity.
