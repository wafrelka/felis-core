==> flow/design.v <==
`timescale 1ns / 100ps
module Uart #(
	parameter integer BUFFER_BIT_WIDTH = 10,
	parameter logic[31:0] RECHECK_INTERVAL = 5048,
	parameter logic[31:0] RECV_INTERVAL = 10096,
	parameter logic[31:0] TRANS_INTERVAL = 10096
	) (
	input logic clk,
	input logic reset,
	input logic uart_rx,
	output logic uart_tx,
	output logic lost,
	output logic busy,
	input logic[7:0] uart_in_data,
	input logic uart_in_valid,
	output logic uart_in_ready,
	input logic uart_out_valid,
	output logic[7:0] uart_out_data,
	output logic uart_out_ready,
	output logic[BUFFER_BIT_WIDTH-1:0] recv_buffer_length,
	output logic[BUFFER_BIT_WIDTH-1:0] trans_buffer_length
	);
	logic recv_reset;
	logic[7:0] recv_data;
	logic recv_ok;
	logic trans_reset;
	logic[7:0] trans_data;
	logic trans_ok;
	logic trans_busy;
	always_comb begin
		busy = trans_busy;
	end
	UartReceiver #(RECHECK_INTERVAL, RECV_INTERVAL) receiver(
		.reset(recv_reset),
		.data(recv_data),
		.ok(recv_ok),
		.waiting(),
	.*);
	UartTransmitter #(TRANS_INTERVAL) transmitter(
		.reset(trans_reset),
		.data(trans_data),
		.ok(trans_ok),
		.busy(trans_busy),
	.*);
	UartController #(BUFFER_BIT_WIDTH) controller(.*);
endmodule
`timescale 1ns / 100ps
module UartController #(
	parameter integer BUFFER_BIT_WIDTH = 10
	) (
	input logic clk,
	input logic reset,
	output logic lost,
	output logic recv_reset,
	input logic[7:0] recv_data,
	input logic recv_ok,
	output logic trans_reset,
	output logic[7:0] trans_data,
	output logic trans_ok,
	input logic trans_busy,
	input logic[7:0] uart_in_data,
	input logic uart_in_valid,
	output logic uart_in_ready,
	input logic uart_out_valid,
	output logic[7:0] uart_out_data,
	output logic uart_out_ready,
	output logic[(BUFFER_BIT_WIDTH-1) : 0] recv_buffer_length,
	output logic[(BUFFER_BIT_WIDTH-1) : 0] trans_buffer_length
	);
	(* ram_style = "distributed" *)
	logic[7:0] recv_buffer [2 ** BUFFER_BIT_WIDTH];
	(* ram_style = "distributed" *)
	logic[7:0] trans_buffer [2 ** BUFFER_BIT_WIDTH];
	logic[(BUFFER_BIT_WIDTH-1) : 0] recv_head, recv_tail, recv_tail_next;
	logic[(BUFFER_BIT_WIDTH-1) : 0] trans_head, trans_tail, trans_tail_next;
	logic recv_empty, recv_full;
	logic trans_empty, trans_full;
	always_comb begin
		recv_reset = reset;
		trans_reset = reset;
		recv_tail_next = recv_tail + 1;
		trans_tail_next = trans_tail + 1;
		recv_empty = (recv_head == recv_tail);
		recv_full = (recv_tail_next == recv_head);
		trans_empty = (trans_head == trans_tail);
		trans_full = (trans_tail_next == trans_head);
		recv_buffer_length = (recv_tail - recv_head);
		trans_buffer_length = (trans_tail - trans_head);
	end
	always_ff @(posedge clk) begin
		if(reset) begin
			recv_head <= 0;
			recv_tail <= 0;
			lost <= 0;
			uart_out_ready <= 0;
		end else begin
			if(recv_ok) begin
				if(!recv_full) begin
					recv_buffer[recv_tail] <= recv_data;
					recv_tail <= recv_tail + 1;
				end else begin
					lost <= 1;
				end
			end
			if(uart_out_valid && !uart_out_ready && !recv_empty) begin
				uart_out_data <= recv_buffer[recv_head];
				recv_head <= recv_head + 1;
				uart_out_ready <= 1;
			end else begin
				uart_out_ready <= 0;
			end
		end
	end
	always_ff @(posedge clk) begin
		if(reset) begin
			trans_head <= 0;
			trans_tail <= 0;
			trans_ok <= 0;
			uart_in_ready <= 0;
		end else begin
			if(!trans_busy && !trans_ok && !trans_empty) begin
				trans_data <= trans_buffer[trans_head];
				trans_head <= trans_head + 1;
				trans_ok <= 1;
			end else begin
				trans_ok <= 0;
			end
			if(uart_in_valid && !uart_in_ready && !trans_full) begin
				trans_buffer[trans_tail] <= uart_in_data;
				trans_tail <= trans_tail + 1;
				uart_in_ready <= 1;
			end else begin
				uart_in_ready <= 0;
			end
		end
	end
endmodule
`timescale 1ns / 100ps
module UartReceiver #(
	parameter logic[31:0] RECHECK_INTERVAL = 5000,
	parameter logic[31:0] RECV_INTERVAL = 10000
	) (
	input logic clk,
	input logic reset,
	input logic uart_rx,
	output logic[7:0] data,
	output logic ok,
	output logic waiting
	);
	enum integer {WAITING, DETECTED, RECVING, FINISHED} state;
	logic[2:0] recv_count = 0;
	logic[31:0] clock_count = 0;
	always_comb begin
		waiting = (state == WAITING);
	end
	always_ff @(posedge clk) begin
		if(reset) begin
			state <= WAITING;
			ok <= 0;
		end else begin
			if(state == WAITING) begin
				ok <= 0;
				if(uart_rx == 0) begin
					state <= DETECTED;
					clock_count <= 0;
				end
			end else if(state == DETECTED) begin
				if(clock_count + 1 < RECHECK_INTERVAL) begin
					clock_count <= clock_count + 1;
				end else begin
					state <= ((uart_rx) == 0) ? RECVING : WAITING;
					recv_count <= 0;
					clock_count <= 0;
				end
			end else if(state == RECVING) begin
				if(clock_count + 1 < RECV_INTERVAL) begin
					clock_count <= clock_count + 1;
				end else begin
					data[recv_count] <= uart_rx;
					recv_count <= recv_count + 1;
					clock_count <= 0;
					if(recv_count == 7) begin
						ok <= 1;
						state <= FINISHED;
					end
				end
			end else begin  
				ok <= 0;
				clock_count <= clock_count + 1;
				if(clock_count + 1 >= RECV_INTERVAL)
					state <= WAITING;
			end
		end
	end
endmodule
`timescale 1ns / 100ps
module UartTransmitter #(
	parameter logic[31:0] TRANS_INTERVAL = 10000
	) (
	input logic clk,
	input logic reset,
	output logic uart_tx,
	input logic[7:0] data,
	input logic ok,
	output logic busy
	);
	enum integer {WAITING, TRANSMITTING, HOLDING, FINISHED} state;
	logic[2:0] trans_count = 0;
	logic[31:0] clock_count = 0;
	logic[7:0] buffer;
	always_comb begin
		busy = (state != WAITING);
	end
	always_ff @(posedge clk) begin
		if(reset) begin
			uart_tx <= 1;
			state <= WAITING;
		end else begin
			if(state == WAITING) begin
				if(ok) begin
					uart_tx <= 0;
					state <= TRANSMITTING;
					buffer <= data;
					trans_count <= 0;
					clock_count <= 0;
				end else begin
					uart_tx <= 1;
				end
			end else if(state == TRANSMITTING) begin
				if(clock_count + 1 < TRANS_INTERVAL) begin
					clock_count <= clock_count + 1;
				end else begin
					uart_tx <= buffer[trans_count];
					trans_count <= trans_count + 1;
					clock_count <= 0;
					if(trans_count == 7)
						state <= HOLDING;
				end
			end else if(state == HOLDING) begin
				if(clock_count + 1 < TRANS_INTERVAL) begin
					clock_count <= clock_count + 1;
				end else begin
					uart_tx <= 1;
					state <= FINISHED;
					clock_count <= 0;
				end
			end else begin  
				if(clock_count + 1 < TRANS_INTERVAL)
					clock_count <= clock_count + 1;
				else
					state <= WAITING;
			end
		end
	end
endmodule
==> flow/run.sh <==
#!/bin/bash
# OpenROAD 26Q1-2900-gdf79404cd8, Yosys 0.63+post, stock flow scripts
make -C /OpenROAD-flow-scripts/flow DESIGN_CONFIG=/design/flow/config.mk WORK_HOME=/design/flow/orfs finish
==> flow/config.mk <==
export PLATFORM = sky130hd
export DESIGN_NAME = Uart
export DESIGN_NICKNAME = Uart
export VERILOG_FILES = /design/flow/design.v
export SDC_FILE = /design/flow/constraint.sdc
export NUM_CORES = 4
export LEC_CHECK = 1
export CORE_UTILIZATION = 40
export SYNTH_MEMORY_MAX_BITS = 65536
==> flow/constraint.sdc <==
current_design Uart

set clk_period 1401.8
set clk_io_pct 0.2

create_clock -name clk0 -period $clk_period [get_ports {clk}]

set non_clock_inputs [all_inputs -no_clocks]
set_input_delay [expr $clk_period * $clk_io_pct] -clock clk0 $non_clock_inputs
set_output_delay [expr $clk_period * $clk_io_pct] -clock clk0 [all_outputs]
==> CHANGELOG.md <==
### Physical design

* Hold_sp: controller.trans_data[1]$_DFFE_PP_
* Synth area leaders: edfxtp_1, mux4_2, mux2i_1
* Area share, top type at 0.769
* Final tally of max-slew violations at 2
* Vias per inst at 6.12
* Clk latency late pin at 1420 ps
* Maximum vdd drop at 1.26 µV
* R2R Setup Slk at 1393470 ps
* Std cell rows at 465
* Top cell excl fill/tap: edfxtp_1
* Final WS setup at 1116120 ps
* Worst Hold Class: reg -> reg
* Tot GR Track Use at 0.301
* Yosys warns at 4
* Hold path cells at 0
* Post-Syn Area at 0.644 mm²
* Seq share, synth at 0.771
* Yosys Chip Area at 0.644 mm²
* CTS Root Cell: clkbuf_16
* Status: complete, but fails checks
* Netlist cell types at 99
* Remaining global-route overflow at 0
* Most common logic cells in the final layout: edfxtp_1, mux4_2, nor2_1, clkbuf_16, mux2i_1
* Failing checks: slew limit
* Final core utilization at 0.455
* Initial antenna violation count at 265
* Leading area contributor after synthesis: edfxtp_1
* EDFF count, synth at 16486
* I/O Buffers at 45
* Critical Path AT at 5320 ps
* Pin count of the biggest net entering global routing at 108
* Crit path cell chain: clkinv_2 > ha_1 > nor2b_1 > o21ai_0 > a21boi_0 > o21ai_0 > a21boi_0 > o21ai_0 > a21oi_1 > o211ai_1 > clkdlybuf4s50_1
* Dominant flop cell: edfxtp_1
* RSZ-0062 raised after global routing: no
* Final period utilization at 0.204
* Crit path kind: reg -> out
* Worst setup SP type: flop
* DR pass1 iterations at 9
* Critical path's slowest cell: dfxtp_4
* Via count at 338968
* ANT nets after route at 0
* Share of layout cells above drive strength 1 at 0.234
* Dpl hpwl at 1430 mm
* Ys flops at 16538
* Tool warnings at 48
* Post-cts hold buffer count at 0
* Clk buf depth at 6
* Die Y at 1.27 mm
* Setup Buffers After CTS at 0
* Async S/R FF share, synth at 0
* Area grow syn2layout at 13.3%
* Slowest stage delay, CP at 640 ps
* Most Frequent Cell on Critical Path: o21ai_0
* Static leakage at 218 nW
* Final Wtd Congestion at 1.03
* Crit-path max FO at 28
* Number of standard cells reported by yosys at 31010
* Maximum Capacitance Violations at 0
* Clk pin slew, worst setup/hold paths at 60 ps
* First-pass GRT wire length at 3020 mm
* Synth Area per Inst at 20.8 µm²
* Die ar. at 1.61 mm²
* Post_cts resized at 0
* # H-tree levels at 7
* Final tally of setup violations at 0
* WL per Instance at 40.1 µm
* Hold endpoint: transmitter.buffer[1]$_DFFE_PP_
* PwrDens at 1.47 mW/mm²
* Crit path DRT at 1121440 ps
* Core area at 1.60 mm²
* Critical R2R Capture: controller.trans_data[2]$_DFFE_PP_
* Worst slew pin tran at 1500 ps
* Launch point of the worst reg-to-reg path: controller.trans_head[0]$_SDFFE_PP0P_
* Fp util at 0.401
* CTS tree: done
* Reg2reg path depth at 15
* Post-Route WL at 2220 mm
* Clock sink count at 16538
* Final hold vios at 0
* # DRC at 0
* Cell count after synthesis at 31010
* Clock buffer count from CTS at 1687
* Tmin final at 285680 ps
* # IOs at 46
* Critical Path End Type: output port
* Fillers at 130578
* Tot Pwr at 1.07 mW
* Slew headroom at -0.00149
* Logic area at 0.138 mm²
* Setup TNS at 0 ps
* Vias in the first global route at 375240
* Clk_skew at 169 ps
* Drt initial violations at 26733
* Setup WS pre-CTS at 1117050 ps
* Peak Freq at 3.50 MHz
* Die Width at 1.27 mm
* Register Area at 0.496 mm²
-- worst max path at each step --
| stage | startpoint | end | cells past startpoint |
|---|---|---|---|
| CTS | controller.recv_head[1]$_SDFFE_PP0P_ | recv_buffer_length[9] | 11 |
| global route | controller.recv_head[1]$_SDFFE_PP0P_ | recv_buffer_length[9] | 11 |
| finish | controller.recv_head[1]$_SDFFE_PP0P_ | recv_buffer_length[9] | 11 |
-- area by class of cell --
cell class,instances,area share
flip-flops and latches,16538,0.680
multi-input cells,12367,0.190
clock buffers,2001,0.0601
well taps,21248,0.0365
repair buffers,1664,0.0183
clock inverters,999,0.0132
diodes,489,0.00168
inverters,70,0.000443
-- critical path, delay by kind of cell (launching register included) --
kind,cells,cell delay [ps]
compound gates,7,1610
buf+inv,2,1050
flops,1,640
fa+ha+maj,1,480
simple gates,1,140
-- synth_stat cells (57+ instances only) --
cell      number
a211oi_1     129
a21oi_1      649
a221oi_1     371
a22o_1        81
a22oi_1      513
a31oi_1       90
buf_1        139
buf_2        670
buf_4        240
buf_6        129
clkbuf_1     853
edfxtp_1   16486
inv_1         60
mux2i_1     1632
mux4_2      3579
nand2_1      630
nand3_1      221
nor2_1      2403
nor2b_1       57
nor3_1       122
nor4_1        69
o211ai_1      79
o21ai_0      427
o221ai_1     226
o22ai_1      246
xnor2_1       79
-- power breakdown --
part	leakage, nW	internal, mW	total (mW)	switching, mW
combinational	43.8	0.0358	0.0904	0.0546
clock	26.1	0.254	0.441	0.186
sequential	149	0.541	0.542	0.00102
-- per-stage QoR --
| step | instance area, µm² | hold WS (ps) | instances |
|---|---|---|---|
| final | 729000 | 433 | 55376 |
| after detailed placement | 675000 | 407 | 51885 |
| after CTS | 728000 | 428 | 54885 |
| after global placement | 675000 | 438 | 51883 |
| after global routing | 729000 | 448 | 55136 |
| after floorplan | 644000 | 400 | 31010 |
-- flip-flops by register name, indices dropped and copies added, names as in the netlist, 2 cells and up --
signal and cells:
controller.recv_buffer 8192, controller.trans_buffer 8192, receiver.clock_count 32, transmitter.clock_count 32, controller.recv_head 10, controller.recv_tail 10
controller.trans_head 10, controller.trans_tail 10, controller.trans_data 8, controller.uart_out_data 8, receiver.data 8, transmitter.buffer 8
receiver.state 4, receiver.recv_count 3, transmitter.trans_count 3, transmitter.state 2
-- cell families (layout without fill, tap and decap cells) --
group                    Yosys count  after routing  share of synthesized area
XOR/XNOR                         121            121                    0.00165
other                              0            489                          0
AND/OR/NAND/NOR                 3793           3793                     0.0248
flip-flops                     16538          16538                      0.771
AND-OR/OR-AND                   3153           3153                     0.0340
multiplexers                    5256           5256                      0.151
adder cells (fa/ha/maj)           44             44                   0.000879
buffers and inverters           2105           4734                     0.0165
-- metal layers --
metal  wire [µm]  GRT usage
met5       14400     0.0888
met4      163000      0.177
met3      475000      0.288
met2      985000      0.407
met1      580000      0.278
Power and IR drop assume default switching activity.
